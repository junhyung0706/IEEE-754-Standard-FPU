<file path="/design/flow/run.sh">
#!/bin/bash
# OpenROAD 26Q1-2900-gdf79404cd8, Yosys 0.63+post, stock flow scripts
make -C /OpenROAD-flow-scripts/flow DESIGN_CONFIG=/design/flow/config.mk WORK_HOME=/design/flow/orfs finish
</file>
<file path="/design/flow/config.mk">
export PLATFORM = sky130hd
export DESIGN_NAME = Subtractor
export DESIGN_NICKNAME = Subtractor
export VERILOG_FILES = /design/flow/design.v
export SDC_FILE = /design/flow/constraint.sdc
export NUM_CORES = 4
export LEC_CHECK = 1
export CORE_UTILIZATION = 50
</file>
<file path="/design/flow/constraint.sdc">
current_design Subtractor

set clk_period 32.5
set clk_io_pct 0.2

create_clock -name clk0 -period $clk_period

set non_clock_inputs [all_inputs -no_clocks]
set_input_delay [expr $clk_period * $clk_io_pct] -clock clk0 $non_clock_inputs
set_output_delay [expr $clk_period * $clk_io_pct] -clock clk0 [all_outputs]
</file>
<file path="/design/flow/design.v">
module Subtractor(
    input [31:0] A,
    input [31:0] B,
    input [1:0] round_mode,
    output reg errorSub,
    output reg overflowSub,
    output reg [31:0] resultSub
);
    reg S1, S2, S_result;
    reg [7:0] E1, E2, E_result;
    reg [22:0] F1, F2;
    reg [23:0] M1, M2;
    reg [24:0] M_diff;  
    reg borrow;  
    integer shift;
    always @ (*) begin
        S1 = A[31];
        S2 = B[31] ^ 1'b1;  
        E1 = A[30:23];
        E2 = B[30:23];
        F1 = A[22:0];
        F2 = B[22:0];
        if ((E1 == 8'hFF) || (E2 == 8'hFF)) begin  
            if ((E1 == 8'hFF && F1 != 0) || (E2 == 8'hFF && F2 != 0)) begin
                resultSub = (F1 != 0) ? A : B;  
                errorSub = 1;
                overflowSub = 0;
            end else if (E1 == 8'hFF && E2 == 8'hFF && S1 == S2) begin
                resultSub = {1'b0, 8'hFF, 23'h400000};  
                errorSub = 1;
                overflowSub = 0;
            end else if (E1 == 8'hFF) begin
                resultSub = A;  
                errorSub = 0;
                overflowSub = 0;
            end else begin
                resultSub = {S2, 8'hFF, 23'h0};  
                errorSub = 0;
                overflowSub = 0;
            end
        end else begin
            M1 = {1'b1, F1};
            M2 = {1'b1, F2};
            if (E1 > E2) begin
                shift = E1 - E2;
                M2 = M2 >> shift;
                E_result = E1;
            end else begin
                shift = E2 - E1;
                M1 = M1 >> shift;
                E_result = E2;
            end
            if (S1 == S2) begin
                {borrow, M_diff} = M1 + M2;  
                S_result = S1;
            end else begin
                if (M1 >= M2) begin
                    M_diff = M1 - M2;
                    S_result = S1;
                end else begin
                    M_diff = M2 - M1;
                    S_result = S2;
                end
            end
            if (M_diff[24]) begin
                M_diff = M_diff >> 1;
                E_result = E_result + 1;
            end
            case (round_mode)
                2'b00: if (S_result == 0 && M_diff[0]) M_diff = M_diff + 1;
                2'b01: if (S_result == 1 && M_diff[0]) M_diff = M_diff + 1;
                2'b10: if (M_diff[0] && (M_diff[1] || |M_diff[22:1])) M_diff = M_diff + 1;
                2'b11: if (M_diff[0]) M_diff = M_diff + 1;
            endcase
            if (M_diff[24]) begin
                M_diff = M_diff >> 1;
                E_result = E_result + 1;
            end
            if (E_result >= 255) begin
                resultSub = {S_result, 8'hFF, 23'h0};  
                overflowSub = 1;
                errorSub = 1;
            end else begin
                resultSub = {S_result, E_result[7:0], M_diff[22:0]};
                overflowSub = 0;
                errorSub = 0;
            end
        end
    end
endmodule
</file>
==> run summary <==
This memo summarizes the results of the implementation run.

Outcome
The run finished with clean final reports.

Final timing
The setup TNS is 0 ns. The transition time of the tightest slew-check pin is 0.9416 ns. The final period utilization is 78.60%. The upper clock frequency limit is 0.03915 GHz. Endpoints failing hold in the final report were tallied at 0. The final period demand of the worst path is 25.55 ns. Pins over their slew limit in the final report were tallied at 0. The final setup violation count is 0. The worst slew slack as a fraction of its limit is 35.61%.

Setup repair after global routing left no endpoint under its margin.

Power
The switching share of power is 62.58%. Per report_power, the sequential group accounts for 0% of the total. Cell internal power was estimated by the tool at 193.6 uW. The clock share of power is 0%. Dividing total power by cell area gives a power density of 45.32 nW/um^2. The design draws 517.4 uW. The net switching power is 323.7 uW. The fraction of power consumed by combinational cells is 100.0%. The highest supply drop recorded on VDD is 20.06 uV.

The leakage dissipation is 4.646 nW.

GRT
The initial antenna violation count is 0. Across every metal layer, demand over resource in global routing totals 41.11%. Entering global routing, the biggest net connects 69 pins. The global-route wire length before repair is 67370 um. The global-route congestion overflow total is 0. The number of global-route vias before repair is 11580.

Place
The post-detailed-placement half-perimeter wirelength is 35750 um. Once placement finished, the instance area stood at 11410 um^2. At the end of routability-driven placement, the weighted congestion stood at 1.103. In this run the tool buffered the top-level ports with 100 buffer cells.

Synthesis
Sorting the synthesized cells by area gives the leading types as sky130_fd_sc_hd__ha_1, sky130_fd_sc_hd__nand2_1, sky130_fd_sc_hd__mux2i_1. The sequential-to-total area share from yosys stat is 0%. The count of mapped cells out of synthesis is 1658. The synthesized netlist was found by Yosys to have 1658 cells. In this run the cell area of the synthesized design comes to 10280 um^2. For this run, the chip area from Yosys synthesis comes to 10280 um^2. A synthesized cell averages 6.203 um^2. The cell accounting for the most synthesized area is sky130_fd_sc_hd__ha_1. The number of different library cells used by synthesis comes to 102. The tally of yosys warning messages is 1.

Of the post-synthesis cell area, the dominant cell type holds 10.83%.

Route
The number of detailed-routing iterations run before antenna repair is 6. Per the detail_route report, inserted antenna diodes total 0. In the routed design, unresolved DRC markers number 0.

Per the post-route antenna check, the number of violating nets is 0. In the routed layout, each cell is associated on average with a via count of 6.711. In the post-route report, total wirelength is listed as 44050 um. The detailed-route wire length per cell is 22.52 um. The total vias in the final route is 13130. The detailed router finished its first iteration with 1491 violations.

Layout
The area used by sequential logic in the layout is 0 um^2. The top cell type in the final layout, fill and taps aside, is sky130_fd_sc_hd__nand2_1. The layout summary lists the proportion of cells stronger than drive strength 1 as 5.101%. The number of sequential cells reported for the layout is 0. In the final layout, the fill cell count is 2035.

In the finished layout, the clock tree contains a buffer count of 0. Per the cell usage report, the commonest logic cells after layout are sky130_fd_sc_hd__nand2_1, sky130_fd_sc_hd__nor2_1, sky130_fd_sc_hd__a21oi_1. The area added between synthesis and finish is 10.99%. The cell area after layout is 11410 um^2.

Critical path
The slowest stage of the critical path is the sky130_fd_sc_hd__a221oi_1 cell. The critical path's largest stage delay is 0.64 ns. The worst endpoint required time is 26.00 ns. Along the worst path, the maximum fanout reaches 44.

The type of element capturing the critical path is a primary output. The most frequent cell on the critical path is sky130_fd_sc_hd__inv_1. At the worst endpoint, the arrival time is 19.05 ns. The sort of element at the start of the critical path is an input pin. The endpoint of the worst setup timing path is resultSub[3]. The critical path startpoint is A[27].

The worst setup path is of the in2out kind.

Floorplanning
The die area is 21150 um^2. The effective utilization at floorplan is 50.99%. The number of rows created at floorplan is 52. The die boundary height is 145.4 um.

Per the OpenROAD floorplan log, the width of the die is 145.4 um. The core area is 20170 um^2. According to the I/O placement log, the pin count is 100.

Min path
The path type of the worst min-delay path is in2out.

Run
Across the run, the number of max-cap violations was 0. The stage logs contain a warning count of 87.

Clocking
In this run, post-CTS hold repair placed 0 buffers. The number of instances resized during post-cts repair is 0. Post-CTS timing repair inserted 0 buffers for setup.
[worst min-delay path by stage]
stage | depth (start not counted) | slack, ns | from | endpoint
finish | 6 | 14.17 | A[27] | resultSub[27]
global route | 4 | 14.25 | B[29] | resultSub[29]
CTS | 6 | 14.17 | A[27] | resultSub[27]
[metal layers]
| metal | GRT usage [%] | vias up | wire length [um] |
|---|---|---|---|
| li1 | - | 6149 | - |
| met1 | 59.10 | 6004 | 18560 |
| met2 | 61.80 | 864 | 18450 |
| met3 | 6.720 | 109 | 5010 |
| met4 | 15.26 | 0 | 2020 |
| met5 | 0 | - | 0 |
[cells in the mapped netlist (all sizes together), types with 15 or more instances]
cell type  instances
nand3             50
nor2b             16
nor4              27
inv              115
a22oi             22
nand2            233
nor2             157
nor3              43
o22ai             33
a21o              31
ha                89
and2              18
o21ai            127
clkbuf            59
o21a              16
o31ai             17
nand4             22
a31oi             26
a21oi            144
or3               15
mux2i             75
buf               37
xnor2             29
xor2              15
a211oi            27
[cell families (layout without fill, tap and decap cells)]
kind of cell | after synthesis | after routing | synth area share (%)
and+or+nand+nor | 654 | 654 | 30.95
AOI/OAI and AO/OA | 573 | 573 | 37.13
buffers and inverters | 213 | 241 | 8.455
adders and majority gates | 94 | 94 | 11.80
muxes | 80 | 80 | 7.847
xor gates and xnor gates | 44 | 44 | 3.820
[critical path: cells and delay by family]
kind            cells  cell delay (ns)
fa+ha+maj           4             1.45
simple gates       10             2.20
buf+inv            12             3.20
compound gates     15             4.52
mux                 4             1.07
[layout make-up]
class	count	area, um^2	area share [%]
repair buffers	124	1181	10.35
inverters	117	439.2	3.847
well taps	270	337.8	2.960
multi-input cells	1445	9457	82.85
[stage by stage]
step,instances,setup WS [ns],hold WS (ns),utilization (%)
after floorplan,1658,10.01,13.07,-
after global placement,1956,7.296,14.15,56.59
after detailed placement,1956,7.388,14.16,56.59
after CTS,1956,7.325,14.17,56.59
after global routing,1956,6.118,14.25,56.59
final,1956,6.954,14.17,56.59
[power groups by stage]
stage     registers (mW)  clock network (mW)  logic (mW)
4_1_cts                0                   0       0.502
6_report               0                   0       0.517
5_1_grt                0                   0       0.555
Power figures rest on the tool's default switching activity, not on a simulated workload.
