==> ./design.v <==
module Adder(
    input [31:0] A,
    input [31:0] B,
    input [1:0] round_mode,
    output reg errorAdd,
    output reg overflowAdd,
    output reg [31:0] resultAdd
);
    reg S1, S2, S_result;
    reg [7:0] E1, E2, E_result;
    reg [22:0] F1, F2;
    reg [23:0] M1, M2;
    reg [24:0] M_sum;  
    reg carry;  
    integer shift;
    always @ (*) begin
        S1 = A[31];
        S2 = B[31];
        E1 = A[30:23];
        E2 = B[30:23];
        F1 = A[22:0];
        F2 = B[22:0];
        if ((E1 == 8'b1111_1111) || (E2 == 8'b1111_1111)) begin  
            if (E1 == 8'b1111_1111 && F1 != 0) begin     
                resultAdd = A;
                errorAdd = 1;
                overflowAdd = 0;
            end else if (E2 == 8'b1111_1111 && F2 != 0) begin    
                resultAdd = B;
                errorAdd = 1;
                overflowAdd = 0;
            end else if (E1 == 8'b1111_1111 && E2 == 8'b1111_1111) begin  
                if (S1 != S2) begin  
                    resultAdd = {1'b0, 8'b1111_1111, 23'h400000};  
                    errorAdd = 1;
                    overflowAdd = 0;
                end else begin   
                    resultAdd = A;  
                    errorAdd = 0;
                    overflowAdd = 0;
                end
            end else if (E1 == 8'b1111_1111) begin   
                resultAdd = A;
                errorAdd = 0;
                overflowAdd = 0;
            end else begin   
                resultAdd = B;
                errorAdd = 0;
                overflowAdd = 0;
            end
        end else begin
            M1 = {1'b1, F1};
            M2 = {1'b1, F2};
            if (E1 > E2) begin
                shift = E1 - E2;
                M2 = M2 >> shift;
                E_result = E1;
            end else begin
                shift = E2 - E1;
                M1 = M1 >> shift;
                E_result = E2;
            end
            if (S1 == S2) begin
                {carry, M_sum} = M1 + M2;
                S_result = S1;
            end else begin
                if (M1 >= M2) begin
                    M_sum = M1 - M2;
                    S_result = S1;
                end else begin
                    M_sum = M2 - M1;
                    S_result = S2;
                end
            end
            if (M_sum[24]) begin
                M_sum = M_sum >> 1;
                E_result = E_result + 1;
            end
            case (round_mode)
                2'b00: if (S_result == 0 && M_sum[0]) M_sum = M_sum + 1;
                2'b01: if (S_result == 1 && M_sum[0]) M_sum = M_sum + 1;
                2'b10: if (M_sum[0] && (M_sum[1] || |M_sum[22:1])) M_sum = M_sum + 1;
                2'b11: if (M_sum[0]) M_sum = M_sum + 1;
            endcase
            if (M_sum[24]) begin
                M_sum = M_sum >> 1;
                E_result = E_result + 1;
            end
            if (E_result >= 255) begin
                resultAdd = {S_result, 8'hFF, 23'h0};  
                overflowAdd = 1;
                errorAdd = 1;
            end else begin
                resultAdd = {S_result, E_result[7:0], M_sum[22:0]};
                overflowAdd = 0;
                errorAdd = 0;
            end
        end
    end
endmodule
==> ./run.sh <==
#!/bin/bash
# OpenROAD 26Q1-2900-gdf79404cd8, Yosys 0.63+post, stock flow scripts
make -C /OpenROAD-flow-scripts/flow DESIGN_CONFIG=/design/flow/config.mk WORK_HOME=/design/flow/orfs finish
==> ./config.mk <==
export PLATFORM = sky130hd
export DESIGN_NAME = Adder
export DESIGN_NICKNAME = Adder
export VERILOG_FILES = /design/flow/design.v
export SDC_FILE = /design/flow/constraint.sdc
export NUM_CORES = 4
export LEC_CHECK = 1
export CORE_UTILIZATION = 40
==> ./constraint.sdc <==
current_design Adder

set clk_period 56.8
set clk_io_pct 0.2

create_clock -name clk0 -period $clk_period

set non_clock_inputs [all_inputs -no_clocks]
set_input_delay [expr $clk_period * $clk_io_pct] -clock clk0 $non_clock_inputs
set_output_delay [expr $clk_period * $clk_io_pct] -clock clk0 [all_outputs]
==> results_slide.txt <==
Flow Results at a Glance

Final timing
  – Setup ws final: 21.29 ns
  – Time the final worst path needs with I/O delays and setup: 35.51 ns
  – Worst max-slew margin expressed relative to the limit: 45.42%
  – Max frequency: 28.16 MHz
  – Transition time at the pin with the least slew margin: 0.8128 ns
  – Count of endpoints failing hold in the final timing report: 0
  – Final number of setup-violating endpoints: 0
  – Max Slew Vio Count: 0
  – RSZ-0062 raised after global routing: no
  – Post-Route Setup TNS: 0 ns
  – Final critical-path share of the clock period: 62.51%

Floorplanning
  – Total I/O pin count: 100
  – Core box area: 0.02453 mm2
  – Horizontal die size: 160.8 um
  – Core utilization at floorplan: 41.10%
  – Chip area: 0.02585 mm2
  – Row count: 57
  – Height of the die: 160.8 um

Layout
  – Area of all sequential standard cells: 0 um2
  – Number of filler cells placed in the layout: 2,587
  – Flip-flops: 0
  – Total non-filler cell area in the finished layout: 0.01129 mm2
  – Area growth from synthesis to layout: 11.97%
  – Utilization after layout: 46.02%
  – Multi-input logic area: 0.009306 mm2
  – Number of clock buffer instances in the layout: 0
  – Proportion of layout cells with a drive suffix above 1: 4.275%

Critical path
  – Crit-path most repeated cell: sky130_fd_sc_hd__nand2_1
  – WP data arrival: 24.15 ns
  – Required time worst endpoint: 45.44 ns
  – Start-to-end type of the worst setup path: in2out
  – Critical-path maximum fanout: 67
  – Sort of element at the end of the critical path: primary output
  – Slowest stage delay, CP: 0.63 ns
  – Critical-path cell with the highest stage delay: sky130_fd_sc_hd__o21ai_0
  – Kind of start point of the critical path: input port

Synthesis
  – XOR/XNOR share of the synthesized area: 3.214%
  – Largest non-sequential cell family by area: AND-OR/OR-AND gates
  – Mapped Avg Cell Area: 6.167 um2
  – Yosys warnings: 1
  – Number of unique standard cell types used by synthesis: 91
  – Cell count after synthesis: 1,635
  – Post-synthesis cell area: 0.01008 mm2
  – Max-area cell share: 11.17%
  – Top cells by count, synth: sky130_fd_sc_hd__nand2_1, sky130_fd_sc_hd__nor2_1, sky130_fd_sc_hd__a21oi_1, sky130_fd_sc_hd__o21ai_0, sky130_fd_sc_hd__inv_1
  – Simple-Gate Area Share: 32.25%
  – Share of synthesized cell area in full adder, half adder and majority cells: 12.16%
  – Area fraction in compound gates after synthesis: 34.84%
  – Top cells by area: sky130_fd_sc_hd__ha_1, sky130_fd_sc_hd__mux2i_1, sky130_fd_sc_hd__nand2_1
  – Part of the Yosys area used for sequential elements: 0%
  – Top cell type by instance count after synthesis: sky130_fd_sc_hd__nand2_1
  – Number of standard cells reported by yosys: 1,635
  – Mux cell area share after synthesis: 9.641%
  – Synthesized chip area reported by yosys: 0.01008 mm2
  – Cell type with the largest total area after synthesis: sky130_fd_sc_hd__ha_1

CTS
  – Cts-stage hold buffer count: 0
  – Post-CTS Setup Repair Bufs: 0
  – Post-cts resize count: 0

GRT
  – Via count of the first global-routing pass: 11,320
  – GRT Total Usage: 33.46%
  – Maximum number of pins on one net before global-route repair: 68
  – Met1 track demand over resource in global routing: 48.50%
  – First-pass GRT wire length: 66,680 um
  – Antenna violations before repair: 0
  – Met3 Usage GRT: 1.792%
  – Overflow left after global routing: 0
  – Fraction of met2 tracks used by global routing: 52.62%
  – Layer with the highest usage after global routing: met2

Drt
  – DRC Markers: 0
  – Total Wirelength: 43,480 um
  – Via count: 12,570
  – Number of detailed-routing iterations run before antenna repair: 6
  – DRT iter0 DRCs: 1,490
  – Vias per cell: 6.332
  – # diodes: 0
  – Avg WL per Cell: 21.90 um
  – Number of nets still failing antenna checks after routing: 0

Worst hold path
  – Hold Path Cell Cnt: 4
  – Min-Delay Path Class: in2out
  – Capture endpoint of the worst hold path: resultAdd[31]
  – Worst Min Path Start: B[31]

Run status
  – Result of the run: complete, no violations

Flow run
  – Number of violations of the max-capacitance limit: 0
  – Number of OpenROAD warnings: 86

Placed design
  – Gpl congestion: 1.051
  – I/O Buffers: 100
  – Detailed Place HPWL: 35,300 um
  – Placement-stage cell area: 0.01129 mm2
  – Worst-case setup slack after placement: 21.67 ns

Pwr
  – Total leakage power: 0.004680 uW
  – Maximum VDD drop: 0.01107 mV
  – Areal power density over the cells: 25.20 mW/mm2
## how the worst max path moves through the flow
stage	start	endpoint	cells after the start
4_1_cts	A[28]	resultAdd[5]	41
5_1_grt	A[28]	resultAdd[15]	41
6_report	A[28]	resultAdd[15]	41
## where the power goes
group | leakage [uW] | switching [uW] | internal, uW | total (uW)
clock | 0 | 0 | 0 | 0
combinational | 0.00468 | 177 | 107 | 284
sequential | 0 | 0 | 0 | 0
total | 0.00468 | 177 | 107 | 284
## per-stage QoR
stage	std cells	hold slack (ns)	power (uW)
after CTS	1985	24.01	277.8
after floorplan	1635	22.81	183.1
after global placement	1985	24.01	277.9
after global routing	1985	24.04	308.4
final	1985	24.02	284.5
after detailed placement	1985	24.00	276.6
## cell usage in the layout (no fill, tap or decap), types with 21 or more instances in the layout
cell	count
sky130_fd_sc_hd__a211oi_1	21
sky130_fd_sc_hd__a21o_1	26
sky130_fd_sc_hd__a21oi_1	119
sky130_fd_sc_hd__a31oi_1	21
sky130_fd_sc_hd__and3_1	21
sky130_fd_sc_hd__buf_4	21
sky130_fd_sc_hd__clkdlybuf4s50_1	100
sky130_fd_sc_hd__ha_1	90
sky130_fd_sc_hd__inv_1	106
sky130_fd_sc_hd__mux2i_1	87
sky130_fd_sc_hd__nand2_1	217
sky130_fd_sc_hd__nand3_1	60
sky130_fd_sc_hd__nand4_1	34
sky130_fd_sc_hd__nor2_1	150
sky130_fd_sc_hd__nor2b_1	24
sky130_fd_sc_hd__nor3_1	56
sky130_fd_sc_hd__nor4_1	23
sky130_fd_sc_hd__o211ai_1	26
sky130_fd_sc_hd__o21a_1	26
sky130_fd_sc_hd__o21ai_0	110
sky130_fd_sc_hd__o22ai_1	35
sky130_fd_sc_hd__xnor2_1	29
## cell families after synthesis
kind of cell,count (synthesis)
xor gates and xnor gates,37
adders and majority gates,95
and+or+nand+nor,675
buffers and inverters,207
AOI/OAI and AO/OA,527
muxes,94
## routing by layer
metal / vias to the layer above / share of wire, %
li1: 6035 / -
met1: 5799 / 44
met3: 98 / 7.3
met2: 638 / 44
met4: 0 / 4.4
met5: - / 0
## worst max-delay path: cells and delay by family
kind / cells / cell delay [ns]
AND-OR/OR-AND: 13 / 4.27
buffers and inverters: 7 / 2.44
adder cells (fa/ha/maj): 3 / 1.18
multiplexers: 1 / 0.16
AND/OR/NAND/NOR: 17 / 4.74
## layout make-up
class | instances | area share, %
Timing Repair Buffer | 121 | 10.26
Tap cell | 324 | 3.590
Inverter | 112 | 3.723
Multi-Input combinational cell | 1428 | 82.42
Power is estimated from default activity; no workload was simulated.
